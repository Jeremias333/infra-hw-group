[run.sh]
#!/bin/bash
# OpenROAD 26Q1-2900-gdf79404cd8, Yosys 0.63+post, stock flow scripts
make -C /OpenROAD-flow-scripts/flow DESIGN_CONFIG=/design/flow/config.mk WORK_HOME=/design/flow/orfs finish
[config.mk]
export PLATFORM = sky130hd
export DESIGN_NAME = shiftreg
export DESIGN_NICKNAME = shiftreg
export VERILOG_FILES = /design/flow/design.v
export SDC_FILE = /design/flow/constraint.sdc
export NUM_CORES = 4
export LEC_CHECK = 1
export CORE_AREA = 10 10 70 70
export DIE_AREA = 0 0 80 80
[constraint.sdc]
current_design shiftreg

set clk_period 1.0
set clk_io_pct 0.2

create_clock -name clk0 -period $clk_period [get_ports {clk}]

set non_clock_inputs [all_inputs -no_clocks]
set_input_delay [expr $clk_period * $clk_io_pct] -clock clk0 $non_clock_inputs
set_output_delay [expr $clk_period * $clk_io_pct] -clock clk0 [all_outputs]
[design.v]
module shiftreg (clk, data_in, data_out, shift_in, ctrl);  
	input wire clk, shift_in, ctrl;  
	input wire [7:0] data_in;  
	output reg [7:0] data_out;  
	always @ (posedge clk) begin  
		if (ctrl == 1'b00) begin  
			data_out <= data_out[0];  
		end
		else if (ctrl == 2'b01) begin  
			data_out <= data_in;  
		end
		else if (ctrl == 2'b10) begin  
			data_out <= data_out >> 1;  
			data_out[7]  <= shift_in;
		end
		else begin
			data_out <= data_out >> 1;  
			data_out[6]  <= shift_in;
		end
	end
endmodule 
==> impl_metrics.csv <==
group,metric,value,unit
final_timing,tns,0,ns
grt,grt_pass1_vias,197,
grt,overflow,0,
logic_synthesis,synthMuxAreaShare,0,
critical_path,startpoint_type,"register",
placed_design,routabilityCongestion,0.645,
critical_path,path_delay_family,"flip-flops",
layout,fillers,391,
detailed_routing,vias,177,
layout,final_cell_mix,"9 x clkdlybuf4s50_1, 7 x and2_1, 5 x clkdlybuf4s15_1",
final_timing,worstMarginPinSlew,0.205,ns
layout,top_regs,"data_out x8",
grt,antenna_found_initial,0,
layout,syn_to_final_growth,118,%
final_timing,final_max_slew_viol_count,0,
power,p_comb_frac,0.101,
power,power_density,1430,nW/um^2
logic_synthesis,yosys_area,214,um^2
die,die_h,80,um
final_timing,fmax,1030,MHz
power,sw_frac_of_total,0.173,
cts,htree_levels,1,
cts,cts_tree,"yes",
power,leakage,0.178,nW
layout,fin_cells,82,
logic_synthesis,ys_cells,15,
critical_path,path_class,"register to primary output",
layout,largest-register,"data_out",
final_timing,finalClockPeriodUsage,0.969,
logic_synthesis,top_logic_kind,"simple AND/OR/NAND/NOR gates",
cts,cts_buffers,3,
die,rows,21,
cts,cts_root_buffer,"clkbuf_4",
cts,postCtsSetupRepairBufs,0,
flow_run,drv_cap,0,
detailed_routing,dr.first_iter.drc_count,7,
placed_design,dpl.cell_count,78,
die,dieArea,6400,um^2
logic_synthesis,synth.cell_area,214,um^2
layout,finish.utilization,0.136,
layout,lay_top_count,"clkdlybuf4s50_1",
logic_synthesis,yosysUniqueCellTypes,3,
logic_synthesis,syn_area_per_cell,14.3,um^2
layout,drive_gt1_frac,0.222,
final_timing,hold_violations,0,
critical_path,setup.worst_path.end_class,"primary output",
detailed_routing,wl,654,um
critical_path,slowest_stage,"dfxtp_1",
flow_run,openroad.warnings,26,
detailed_routing,remaining_drc_errors,0,
logic_synthesis,synth_seq_share,0.795,
grt,grtUsageTotal,0.0191,
critical_path,cpPeakStageDelay,0.29,ns
critical_path,crit_chain,"dlygate4sd2_1",
min_path,hold_class,"input pin to register",
die,num_io_pins,19,
logic_synthesis,synth-seq-cells,8,
logic_synthesis,ys_sh_adder,0,
critical_path,worstPathRequired,0.80,ns
power,total_power,668,uW
die,fp_util,0.0626,
die,die_w,80,um
power,clock_power_share,0.375,
grt,grt_start_max_net_pins,9,
final_timing,setup_viol,0,
logic_synthesis,ys_warn_count,1,
detailed_routing,routed_via_density,2.16,
final_timing,period_needed,0.969,ns
layout,largest_reg_flops,8,
power,ir_drop,0.000193,V
logic_synthesis,ys_sh_xor,0,
detailed_routing,antennaDiodeCount,0,
placed_design,numPortBuffers,17,
detailed_routing,ant_nets,0,
critical_path,path_depth,1,
cts,clk_path_buf_depth,2,
power,p_int,552,uW
power,netSwitchingPower,115,uW
logic_synthesis,syn_inst,15,
power,seq_power_share,0.524,
logic_synthesis,ys_sh_simple,0.205,
min_path,min_path_cells,1,
detailed_routing,firstDrtPassIters,2,
critical_path,worstPathArrival,0.77,ns
logic_synthesis,synth.cellmix.compoundShare,0,
die,coreArea,3420,um^2
detailed_routing,routedWlPerCell,7.98,um
cts,cts_sinks,8,
critical_path,cp_max_fo,1,
grt,grt_pass1_wl,952,um
final_timing,relSlewSlack,0.863,
outcome,outcome,"complete, no violations",
cts,clk_pin_slew,0.06,ns
critical_path,critical_path_buf_inv_count,1,
[synth_stat cells (all sizes together)]
master  n  area (um^2)
and2    7         43.8
dfxtp   7          140
edfxtp  1         30.0
[power by group through the flow]
stage     registers, mW  logic (mW)  clock network [mW]
4_1_cts           0.349      0.0671               0.263
5_1_grt           0.352      0.0738               0.288
6_report          0.350      0.0672               0.250
[kinds of logic (layout without fill, tap and decap cells)]
group | Yosys count | count (layout)
simple gates | 7 | 7
flops | 8 | 8
buf+inv | 0 | 21
[final cells by class]
cell class              count  area [um^2]  area share
well taps                  46         57.6       0.124
flip-flops and latches      8          175       0.376
multi-input cells           7         43.8      0.0941
repair buffers             17          163       0.349
clock buffers               4         26.3      0.0565
[worst paths after layout]
path,from,to
worst max-delay path,data_out[6]$_SDFF_PN0_,data_out[6]
worst min-delay path,data_in[0],data_out[0]$_DFFE_PP_
[layer usage]
metal	GRT usage	vias up	wire length, um
met5	0	-	0
met3	0.00455	2	49
met2	0.0377	7	388
met4	0.0123	0	21
met1	0.0162	81	194
li1	-	87	-
[through the flow]
stage,area [um^2],setup slack (ns),hold WS (ns)
3_5_place_dp,442,-0.107,0.760
2_1_floorplan,214,0.501,0.299
6_report,465,0.0310,0.503
3_3_place_gp,442,-0.0918,0.760
4_1_cts,457,0.000384,0.496
5_1_grt,465,-0.0000275,0.494
[repair_timing]
item | in CTS | in global routing
pin swaps | 0 | 0
setup endpoints to repair | 8 | 5
hold buffers | 0 | 0
resized | 12 | 7
No activity file was given, so power comes from the tool's default toggle rates.
