==> ./run.sh <==
#!/bin/bash
# OpenROAD 26Q1-2900-gdf79404cd8, Yosys 0.63+post, stock flow scripts
make -C /OpenROAD-flow-scripts/flow DESIGN_CONFIG=/design/flow/config.mk WORK_HOME=/design/flow/orfs finish
==> ./config.mk <==
export PLATFORM = sky130hd
export DESIGN_NAME = ula
export DESIGN_NICKNAME = ula
export VERILOG_FILES = /design/flow/design.v
export SDC_FILE = /design/flow/constraint.sdc
export NUM_CORES = 4
export LEC_CHECK = 1
export CORE_AREA = 10 10 74 74
export DIE_AREA = 0 0 84 84
==> ./constraint.sdc <==
current_design ula

set clk_period 4.8
set clk_io_pct 0.2

create_clock -name clk0 -period $clk_period

set non_clock_inputs [all_inputs -no_clocks]
set_input_delay [expr $clk_period * $clk_io_pct] -clock clk0 $non_clock_inputs
set_output_delay [expr $clk_period * $clk_io_pct] -clock clk0 [all_outputs]
==> ./design.v <==
module ula (a, b, f1, f2, r);
	input [7:0] a, b;
	input f1, f2;
	output reg [7:0] r;
	always @ (a or b or f1 or f2) begin
		case ({f1, f2})  
			2'b00: r = a + b;  
			2'b01: r = a - b;  
			2'b10: r = a << b;  
			2'b11: r = ~a || ~b;  
		endcase
	end
endmodule
==> job_summary.md <==
### Yosys + OpenROAD results

| Metric | Value |
|---|---|
| Synthesized cell area | 825.8 sq um |
| WHS | 3.099 ns |
| GR Overflow Total | 0 |
| Synth-to-layout area growth | 45.91% |
| Fin Setup TNS | 0 ns |
| # diodes | 0 |
| Critical path launch point | b[0] |
| Area leader share | 0.1364 |
| Leak Pwr | 0.4802 nW |
| Final ANT Viol Nets | 0 |
| Sequential share of the synthesized area | 0 |
| Die width | 84 microns |
| Vias in the first global route | 968 |
| Outcome | finished clean |
| Chip area | 7056 sq um |
| Power Total | 0.0001558 W |
| HPWL after DPL | 2.348 mm |
| Crit path capture type | primary output |
| YS chip area | 825.8 sq um |
| Placed insts | 193 |
| Startpoint types | primary input |
| Routed len/inst | 14.13 microns |
| Largest net degree at the start of global routing | 15 |
| # IOs | 26 |
| CP arrival | 3.60 ns |
| Setup WS post-layout | 0.2427 ns |
| Final hold vios | 0 |
| Mapped Cells | 112 |
| Xor/xnor share | 0.1273 |
| Layout cells sized above 1 | 0.09790 |
| Relative slew margins | 0.7615 |
| FMAX | 219.4 MHz |
| Synth logic family | simple AND/OR/NAND/NOR gates |
| M1 WL | 1.291 mm |
| Clkbuf count | 0 |
| DRC | 0 |
| Worst vdd ir | 0.05048 mV |
| Global-route wire length before repair | 4.478 mm |
| Mux share | 0.1515 |
| Max-Cap Viols | 0 |
| Crit-path max FO | 4 |
| Pre-Place Util | 0.2079 |
| Synth Area per Inst | 7.373 sq um |
| Initial drt markers | 68 |
| Antenna violations before repair | 0 |
| Final Instance Count excl. Fillers | 193 |
| Tool warnings | 33 |
| Global placer's final weighted congestion | 0.8437 |
| Die Ht | 84 microns |
| Min Tclk post-route | 4.557 ns |
| Worst slew pin tran | 0.3478 ns |
| Max layer used | met3 |
| Port bufs | 26 |
| Final setup fails | 0 |
| Count of cell types in the netlist | 33 |
| Logic area | 780.7 sq um |
| Routed wl met3 | 174 microns |
| Flops | 0 |
| Slew Limit Fails | 0 |
| WP data required | 3.84 ns |
| Met2 WL | 1.262 mm |
| Final Cycle Share | 0.9494 |
| Power Density | 129.3 nW/um^2 |
| Yosys warning tally | 1 |
| Cell area leaders | ha_1 (14%), xnor2_1 (11%), mux2i_1 (9.7%) |
| Post-synthesis adder-cell area fraction | 0.1606 |
| Post-synth top area cell | ha_1 |
| Worst Hold Class | in2out |
| Simple-Gate Area Share | 0.2985 |
| Pre-CTS setup slack | 0.1522 ns |
| CP Class | in2out |
| DRT Pass-1 Iters | 4 |
| Overall routed net length | 2.728 mm |
| GRT Util Overall | 0.07294 |
| Row cnt | 23 |
| FILL cells | 439 |
| CP endpoint | r[7] |
| DR vias/cell | 4.917 |
| Core Box Area | 3971 sq um |
| Via count | 949 |
| AO/OA Area Share | 0.1955 |
| # Cells Yosys | 112 |
| Reg area | 0 sq um |
==> synth_stat cells (all sizes together), types with 2 or more instances <==
| library cell | n |
|---|---|
| nor2 | 8 |
| nor4b | 2 |
| xor2 | 2 |
| buf | 3 |
| a21o | 2 |
| mux2i | 8 |
| nor4 | 2 |
| a31oi | 6 |
| o22ai | 5 |
| and3 | 2 |
| nand4 | 4 |
| nor3 | 4 |
| inv | 8 |
| xnor2 | 10 |
| a21oi | 6 |
| o21ai | 3 |
| nand4b | 3 |
| mux4 | 2 |
| nand2b | 4 |
| nand2 | 9 |
| ha | 9 |
==> worst min path at each step <==
stage / startpoint / end / slack, ns / depth (start not counted)
finish: f2 / r[0] / 3.10 / 5
global route: f2 / r[0] / 3.16 / 5
CTS: f2 / r[0] / 3.11 / 5
==> routing by layer <==
layer  global-route usage  up-vias
li1                     -      487
met1              0.09921      427
met2               0.1282       35
met3             0.004921        0
met4             0.001522        0
met5                    0        -
==> kinds of logic (layout without fill, tap and decap cells) <==
family                     count (synthesis)  in the layout
xor gates and xnor gates                  12             12
adders and majority gates                 10             10
buffers and inverters                     12             43
and+or+nand+nor                           42             42
muxes                                     10             10
AOI/OAI and AO/OA                         26             26
==> power breakdown <==
part | internal [W] | leakage (nW) | switching, W
combinational | 0.0000868 | 0.480 | 0.0000690
clock | 0 | 0 | 0
sequential | 0 | 0 | 0
==> critical path, cell delays in order <==
cell and delay (ns):
clkdlybuf4s50_1 0.49, inv_1 0.05, ha_1 0.24, nor2_2 0.13, xnor2_1 0.12, ha_1 0.29
o211ai_1 0.19, a21oi_1 0.08, o41ai_2 0.30, xnor2_1 0.10, o22ai_1 0.14, clkdlybuf4s50_1 0.49
==> per-stage QoR <==
stage	area (sq um)	utilization
5_1_grt	1205	0.3034
6_report	1205	0.3034
2_1_floorplan	825.8	-
3_3_place_gp	1191	0.2999
4_1_cts	1191	0.2999
3_5_place_dp	1191	0.2999
==> layout by cell type (no fill, tap or decap), types with 3 or more instances in the layout <==
| master | Yosys | layout |
|---|---|---|
| clkdlybuf4s50_1 | 0 | 26 |
| xnor2_1 | 10 | 10 |
| nand2_1 | 9 | 9 |
| ha_1 | 9 | 9 |
| inv_1 | 8 | 8 |
| mux2i_1 | 8 | 8 |
| buf_4 | 0 | 8 |
| nor2_1 | 8 | 7 |
| a21oi_1 | 6 | 6 |
| a31oi_1 | 6 | 6 |
| o22ai_1 | 5 | 5 |
| nand2b_1 | 4 | 4 |
| nand4_1 | 4 | 4 |
| nor3_1 | 4 | 4 |
| nand4b_1 | 3 | 3 |
| o21ai_0 | 3 | 3 |
==> final cells by class <==
cell class         count  area share
well taps             50     0.05192
inverters              8     0.02492
multi-input cells    100      0.6480
repair buffers        35      0.2752
==> repair_timing <==
item | in CTS | in global routing
buffers inserted | 0 | 0
resized | 0 | 3
hold buffers | 0 | 0
setup endpoints to repair | 0 | 1
Power and IR drop assume default switching activity.
