==> flow/design.v <==
module maq_states(entrada, clk, rst, saida_geral, saida_refri, saida_troco, saida_estado);  
	input wire entrada, clk, rst;   
	output reg saida_geral, saida_refri, saida_troco;  
	output wire [2:0] saida_estado;  
	reg [2:0] estado;  
	assign saida_estado = estado;  
	always @ (negedge rst, negedge clk) begin  
		if (rst == 1'b0) begin 
			estado <= 3'd0;  
		end
		else begin  
			case (estado)  
				3'd0:  
					if (entrada == 1'b1) begin  
						estado <= 3'd2;  
					end
					else if (entrada == 1'b1) begin 
						estado <= 3'd1;  
					end
					else begin
						estado <= 3'd3;  
					end
				3'd1:  
					if (entrada == 1'b1) begin
						estado <= 3'd3;  
					end
					else if (entrada == 1'b1) begin 
						estado <= 3'd2;  
					end
					else begin
						estado <= 3'd4;  
					end
				3'd2:  
					if (entrada == 1'b1) begin 
						estado <= 3'd4;  
					end
					else if (entrada == 1'b1) begin 
						estado <= 3'd3;  
					end
					else begin
						estado <= 3'd5;  
					end
				3'd3:  
					if (entrada == 1'b1) begin
						estado <= 3'd5;  
					end
					else if (entrada == 1'b1) begin 
						estado <= 3'd4;  
					end
					else begin
						estado <= 3'd6;  
					end
				3'd4:  
					if (entrada == 1'b1) begin
						estado <= 3'd6;  
					end
					else if (entrada == 1'b1) begin 
						estado <= 3'd5;  
					end
					else begin
						estado <= 3'd7;  
					end
				3'd5:  
					if (entrada == 1'b1) begin
						estado <= 3'd7;  
					end
					else begin
						estado <= 3'd0;  
					end
				3'd6:  
					estado <= 3'd0;  
				3'd7:  
					estado <= 3'd6;  
			endcase 
		end
	end
	always @ (estado) begin  
		if ( (estado == 3'd5) || (estado == 3'd6) ) begin   
			saida_refri <= 1'b1;  
		end
		else if ( (estado == 3'd6) || (estado == 3'd7) ) begin  
			saida_troco <= 1'b1;  
		end
		else begin  
			saida_geral <= 1'b0;  
		end
	end
endmodule  
==> flow/run.sh <==
#!/bin/bash
# OpenROAD 26Q1-2900-gdf79404cd8, Yosys 0.63+post, stock flow scripts
make -C /OpenROAD-flow-scripts/flow DESIGN_CONFIG=/design/flow/config.mk WORK_HOME=/design/flow/orfs finish
==> flow/config.mk <==
export PLATFORM = sky130hd
export DESIGN_NAME = maq_states
export DESIGN_NICKNAME = maq_states
export VERILOG_FILES = /design/flow/design.v
export SDC_FILE = /design/flow/constraint.sdc
export NUM_CORES = 4
export LEC_CHECK = 1
export CORE_AREA = 10 10 70 70
export DIE_AREA = 0 0 80 80
==> flow/constraint.sdc <==
current_design maq_states

set clk_period 1.9
set clk_io_pct 0.2

create_clock -name clk0 -period $clk_period [get_ports {clk}]

set non_clock_inputs [all_inputs -no_clocks]
set_input_delay [expr $clk_period * $clk_io_pct] -clock clk0 $non_clock_inputs
set_output_delay [expr $clk_period * $clk_io_pct] -clock clk0 [all_outputs]
==> ci_impl_report.md <==
### Metrics collected by this job

| Metric | Value |
|---|---|
| CTS buffer count | `3` |
| NetSw | `0.156 mW` |
| Die height | `80 µm` |
| Asr flop ratio synth | `100%` |
| Area growth from synthesis to layout | `77.7%` |
| DIE AREA | `6400 µm²` |
| CP arrival | `1.70 ns` |
| FF-to-FF path depth | `4` |
| Reg2reg end | `estado[2]$_DFF_NN0_` |
| Post-DP HPWL | `369 µm` |
| Io pins | `9` |
| CTS tree | `yes` |
| Global Route met3 Usage | `0.455%` |
| Max Transition Viols Final | `0` |
| Cell type with the largest total area | `dfrtn_1` |
| Initial DRC Count | `3` |
| Worst hold path class | `register to register` |
| GRT Total Usage | `1.39%` |
| Post-synth cell types | `12` |
| Worst hold margin | `0.561 ns` |
| Worst endpoint required time | `1.52 ns` |
| Worst r2r src | `estado[1]$_DFF_NN0_` |
| Failing checks | `setup timing` |
| Worst hold path depth | `2` |
| Final Skew | `0.00175 ns` |
| Die width | `80 µm` |
| Final setup vio count | `3` |
| Unrepaired setup endpoints after global routing | `yes` |
| CP Capture Type | `primary output` |
| Tool Warnings | `27` |
| Peak VDD IR | `0.000232 V` |
| GR Util met2 | `1.85%` |
| Area of the multi-input gates | `91.3 µm²` |
| Dominant Register Cell | `dfrtn_1` |
| Crit path max fanout | `2` |
| Root buffer cell | `clkbuf_4` |
| Post-synth EDFFs | `0` |
| Top cells, area | `dfrtn_1, buf_4, a221oi_2, and4bb_1, nor2b_1` |
| H-tree depth | `1` |
| Pwr per Cell Area | `1490 nW/µm²` |
| Pre-antenna DRT Iters | `4` |
| Clock Sinks | `3` |
| Syn. warnings | `1` |
| Layout cells sized above 1 | `41.9%` |
| Cells along the critical path | `buf_2` |
| FP Core Util | `5.42%` |
| Max cap viols | `0` |
| # rows | `21` |
| Hold Fails Final Rpt | `0` |
| Reg clk slew, reported paths | `0.03 ns` |
| DR vias | `156` |
| Critical path's slowest cell | `dfrtn_1` |
| Hold endpoint | `estado[0]$_DFF_NN0_` |
| Worst Hold Launch | `estado[2]$_DFF_NN0_` |
| # Cells Yosys | `19` |
| GRT Residual Overflow | `0` |
| Post-Syn Instances | `19` |
| Setup TNS | `-0.532 ns` |
| Wirelength, routed | `460 µm` |
| Syn Std Cell Area | `185 µm²` |
| Leak pwr | `0.145 nW` |
| Max FFs per register | `3` |
| Part of the power in combinational logic | `53.5%` |
| Crit path largest cell delay | `0.40 ns` |
| Sequential group share of total power | `23.7%` |
| GR Util met1 | `1.80%` |
| Area reported by Yosys stat | `185 µm²` |
| Critical path type | `register to primary output` |
| DR WL/cell | `5.97 µm` |
| DRC violations left | `0` |
| First-pass GRT wire length | `745 µm` |
| DR vias/cell | `2.03` |
| List of most frequent post-synthesis cells | `buf_4, dfrtn_1, conb_1, inv_1, nor2b_1` |
| GP Congestion | `0.732` |
| Ys flops | `3` |
| Final ANT Viol Nets | `0` |
| Worst setup SP type | `register` |
| Grt peak-use layer | `met2` |
| Area leader share | `40.5%` |
| Clock buffer depth | `2` |
| Vias in the first global route | `170` |
| Mean Syn Cell Area | `9.75 µm²` |
| Storage element area | `75.1 µm²` |
| Sw Ratio | `32.0%` |
| Filler cells | `406` |
| Largest net degree at the start of global routing | `7` |
| Delay-heaviest family, CP | `flip-flops` |
| Post-synthesis sequential area ratio | `40.5%` |
| R2r setup slk | `0.84 ns` |
| Outcome | `finished with violations` |
| Largest Register | `estado` |
| CP Depth | `1` |
| Latency at later pin | `0.25 ns` |
| Number of antenna violations at the first check in global routing | `0` |
| Antenna Cells | `0` |
| P_int | `0.332 mW` |
| Buf/Inv on CP | `1` |
| Largest regs | `estado: 3 flops` |
| I/O Buffers | `5` |
| Core area | `3420 µm²` |
| Setup ws final | `-0.179 ns` |
| Clock power share | `22.8%` |
| Number of hold buffers added after CTS | `0` |
[stage by stage]
| step | cell area, µm² | worst slack [ns] | utilization (%) | power (mW) | instances |
|---|---|---|---|---|---|
| floorplan | 189 | 0.114 | - | 0.234 | 20 |
| global placement | 297 | -0.441 | 8.68 | 0.366 | 71 |
| detailed placement | 297 | -0.481 | 8.68 | 0.371 | 71 |
| CTS | 322 | -0.196 | 9.41 | 0.482 | 76 |
| global route | 329 | -0.210 | 9.63 | 0.529 | 77 |
| finish | 329 | -0.179 | 9.63 | 0.489 | 77 |
[layer usage]
metal / wire length, µm / vias up
li1: - / 78
met1: 215 / 70
met2: 202 / 6
met3: 22 / 2
met4: 19 / 0
met5: 0 / -
[kinds of logic (layout without fill, tap and decap cells)]
kind of cell           Yosys count  count (layout)  synth area share (%)
flip-flops                       3               3                  40.5
AND-OR/OR-AND                    3               3                  14.2
AND/OR/NAND/NOR                  4               4                  15.5
other                            2               3                  4.06
XOR/XNOR                         2               2                  9.46
buffers and inverters            5              16                  16.2
[worst max-delay path by stage]
stage / startpoint / endpoint / slack (ns)
4_1_cts: estado[1]$_DFF_NN0_ / saida_estado[1] / -0.20
5_1_grt: estado[0]$_DFF_NN0_ / saida_estado[0] / -0.21
6_report: estado[2]$_DFF_NN0_ / saida_estado[2] / -0.18
[what timing repair did]
action | CTS | global route
pin swaps | 0 | 0
setup buffers | 1 | 1
endpoints found under the setup margin | 6 | 3
gates resized | 12 | 0
[cells in the final DEF (no fill, tap or decap), drive strengths merged]
cell type,Yosys,layout
clkbuf,0,4
a221oi,1,1
conb,2,3
nand2,1,1
xor2,1,1
xnor2,1,1
nor2b,2,2
and4bb,1,1
o22ai,1,1
inv,2,2
dlygate4sd2,0,1
a21oi,1,1
dfrtn,3,3
buf,3,8
clkdlybuf4s50,0,1
[power by group through the flow]
stage	clock network, mW	registers (mW)	logic, mW
CTS	0.119	0.117	0.246
finish	0.111	0.116	0.262
global route	0.123	0.118	0.288
[final cells by class]
cell class                      instances  area share, %
Clock buffer                            4           7.98
Multi-Input combinational cell         12           27.8
Sequential cell                         3           22.8
Timing Repair Buffer                   10           21.7
Tap cell                               46           17.5
Inverter                                2           2.28
Power is estimated from default activity; no workload was simulated.
